### ./run.sh
#!/bin/bash
# OpenROAD 26Q1-2900-gdf79404cd8, Yosys 0.63+post, stock flow scripts
make -C /OpenROAD-flow-scripts/flow DESIGN_CONFIG=/design/flow/config.mk WORK_HOME=/design/flow/orfs finish
### ./config.mk
export PLATFORM = sky130hd
export DESIGN_NAME = unknown
export DESIGN_NICKNAME = unknown
export VERILOG_FILES = /design/flow/design.v
export SDC_FILE = /design/flow/constraint.sdc
export NUM_CORES = 4
export LEC_CHECK = 1
export CORE_AREA = 10 10 70 70
export DIE_AREA = 0 0 80 80
### ./constraint.sdc
current_design unknown

set clk_period 1.0
set clk_io_pct 0.2

create_clock -name clk0 -period $clk_period [get_ports {clk_in}]

set non_clock_inputs [all_inputs -no_clocks]
set_input_delay [expr $clk_period * $clk_io_pct] -clock clk0 $non_clock_inputs
set_output_delay [expr $clk_period * $clk_io_pct] -clock clk0 [all_outputs]
### ./design.v
module unknown(clk_in, reset, clk_out);
input clk_in, reset;
output clk_out;
reg [1: 0] poss , negg;
always @(posedge clk_in)
if (reset)
begin
poss = 0;  
end
else
begin
poss = (poss ==2)? 0 : poss +1;  
end
always @(negedge clk_in)
if (reset)
begin
negg <= 0;
end
else
begin
negg <= (negg ==2)? 0 : negg +1;
end
assign clk_out = ((poss != 2)&&(negg !=2));
endmodule
==> summary.txt <==
Synthesis and place-and-route results.

- The flow ran to the end, but the final reports show violations.
- The checks that failed: negative setup slack.
- The script logs the mean routed wire length per placed instance as between 4 and 5 um.
- The worst min-delay path class is reg -> reg.
- The final worst slack is -669.3 ps.
- Ranked by total cell area, the synthesized netlist is headed by dfxtp_1 57%, ha_1 18%, nor3_1 14%, inv_1 8.0%, nor2_1 2.7%.
- The initial antenna violation count came to 0.
- The initial utilization of the core area, before any placement, comes to under 10%.
- The power per cell area is ~2000 nW/um^2.
- The worst slew slack as a fraction of its limit is between 80% and 90%.
- Counting the warning lines in the Yosys log gives 1.
- The clock slew seen by the registers of the worst setup and hold paths is 40 ps.
- After the first detailed-routing iteration, the DRC count stood at 2.
- The commonest cells after synthesis are 4 x dfxtp_1, 4 x nor3_1, 3 x inv_1.
- The peak ir drop on the vdd network is slightly below 0.9 mV.
- The global-route wire length before repair is about 600 um.
- The endpoint class of the critical path is an output pin.
- Setup repair after global routing could not meet its margin everywhere.
- Looking at the max-slew report, the worst-margin pin has a slew of between 150 and 200 ps.
- Entering global routing, the biggest net connects 4 pins.
- Nets still carrying antenna violations after routing amount to 0.
- Counting every instance in the synthesized netlist gives 14.
- Counting along the longest clock path gives a buffer depth of 2.
- The clock skew after layout is 2.404 ps.
- The max-capacitance violation count is 0.
- The top flip-flop cell by instance count after synthesis is dfxtp_1.
- Summed over all nets, the half-perimeter wirelength after detailed placement is 234.6 um.
- The instance area after placement is between 200 and 300 um^2.
- The width of the chip is 80 um.
- The setup TNS is -669.3 ps.
- The share of Yosys cell area claimed by the top area cell type is 57.14%.
- The total chip power is 641.9 uW.
- The number of logged tool warnings is 30.
- The tally of unique sky130hd cells used after synthesis is 5.
- TritonCTS built the clock tree.
- The final number of max-transition violations is 0.
- The via count of the first global-routing pass is 161.
- Excluding fillers, the count of instances in the completed layout stands at about 71.
- 3 I/O pins were placed.
- In this run the layout overhead on the synthesized area is reported as 125.9%.
- The placer's final routability congestion estimate is slightly below 0.6.
- The utilization after layout is under 10%.
- The total die size is 6400 um^2.
- The worst path required time is 800 ps.
- Sequential elements use between 50% and 60% of the synthesized area.
- The proportion of register bits with asynchronous set or reset after synthesis is 0%.
- The placeable core region is approximately 3400 um^2.
- The number of DRC violations after detailed routing is 0.
- The iteration tally of the first detailed-router pass is 2.
- Per the final timing report, the hold violations number 0.
- The final-layout worst hold slack is 400.8 ps.
- The vertical die size is 80 um.
- For this design, the sink count on the clock tree is 4.
- Averaged over all synthesized cells, the footprint is 10.01 um^2.
- The cell area that synthesis handed to floorplanning was 140.1 um^2.
- Per the placement log, port buffering inserted 2 buffers.
- The type of element launching the critical path is a flip-flop.
- The floorplan has 21 rows.
- By startpoint and endpoint, the worst setup path is classified as reg -> out.
- The largest area contributor in the synthesized netlist is dfxtp_1.
- Endpoints with negative setup slack in the final report add up to 1.
- The number of filler cells placed in the layout is 411.
- The CTS report gives the tree buffer count as 3.
- Counting flops and latches in the post-synthesis netlist gives 4.
- CTS built an H-tree with a depth of 1.
- The clock reaches the later pin of the worst-skew pair after 300 ps.
- The post-route cell area is 316.6 um^2.
- Prior to clock tree synthesis, the placed netlist has a worst setup slack of -814.4 ps.
- The post-synth area from yosys stat is 140.1 um^2.
- The tree is rooted in a clkbuf_4.
- The via count is 137.
- STA puts the critical path data arrival time at 1470 ps.
- The worst-path maximum fanout is 2.
- The total cells reported by yosys after synthesis is 14.
- For this run the aggregate overflow at the end of global routing stands at 0.
- The detailed-route vias per instance is 1.930.
- The all-layer global routing usage is 1.228%.
- The number of placed instances, taps included, is 65.
- In the routed netlist, the antenna diode instances number 0.
- In this run, synthesis inferred 0 flip-flops with an integrated enable.
- For this design the static power due to leakage is 0.1224 nW.
- The post-cts hold-fix buffer tally is 0.
- The fraction of layout cells with a size suffix above 1 is 72.00%.
- The wire length after detailed routing is 334 um.
## per-layer routing
| metal | up-vias | GRT usage (%) | wire length [um] |
|---|---|---|---|
| met4 | 0 | 0.7042 | 0 |
| li1 | 68 | - | - |
| met2 | 5 | 1.525 | 141 |
| met1 | 64 | 1.131 | 152 |
| met3 | 0 | 1.477 | 40 |
| met5 | - | 0 | 0 |
## final timing paths
check | startpoint | endpoint | slack, ps | cells past startpoint
max | negg[0]$_SDFF_NP0_ | clk_out | -670 | 4
min | poss[0]$_SDFF_PP0_ | poss[0]$_SDFF_PP0_ | 400 | 1
max reg2reg | poss[0]$_SDFF_PP0_ | poss[0]$_SDFF_PP0_ | 50 | 4
min reg2reg | poss[0]$_SDFF_PP0_ | poss[0]$_SDFF_PP0_ | 400 | 1
## cell usage in the layout (no fill, tap or decap)
master,instances
buf_2,1
buf_4,4
clkbuf_1,1
clkbuf_4,3
dfxtp_1,2
dfxtp_2,2
dlygate4sd2_1,1
ha_2,1
ha_4,1
inv_1,3
inv_2,1
nor2_4,1
nor3_2,4
## power by group
| part | internal (mW) | leakage, nW | switching, mW |
|---|---|---|---|
| registers | 0.196 | 0.0337 | 0.0184 |
| clock network | 0.161 | 0.0256 | 0.0927 |
| logic | 0.103 | 0.0631 | 0.0701 |
| total | 0.461 | 0.122 | 0.181 |
## repair_timing
action,in CTS,in global routing
pin swaps,1,1
endpoints found under the setup margin,3,5
setup buffers,2,0
gates resized,9,3
## kinds of logic (layout without fill, tap and decap cells)
logic type / count (synthesis) / in the layout / share of synthesized area (%)
adder cells (fa/ha/maj): 2 / 2 / 17.85
buffers and inverters: 3 / 14 / 8.035
flip-flops: 4 / 4 / 57.15
AND/OR/NAND/NOR: 5 / 5 / 16.96
## worst max-delay path: stages, from the launching register on
cell,delay [ps]
dfxtp_2,320
inv_2,40
ha_4,150
nor2_4,70
buf_2,100
## state kept, by name (all words and copies together) (netlist names)
signal	flops
negg	2
poss	2
## cell type report
cell class                 count  area (um^2)  area share [%]
inverter                       2        7.507           2.372
clock buffer                   4        26.28           8.300
clock inverter                 2        7.507           2.372
sequential                     4        82.58           26.09
tap                           46        57.56           18.18
multi-input combinational      7        91.34           28.85
timing repair buffer           6        43.79           13.83
Power is estimated from default activity; no workload was simulated.
