`design/flow/run.sh`:
```
#!/bin/bash
# OpenROAD 26Q1-2900-gdf79404cd8, Yosys 0.63+post, stock flow scripts
make -C /OpenROAD-flow-scripts/flow DESIGN_CONFIG=/design/flow/config.mk WORK_HOME=/design/flow/orfs finish
```
`design/flow/config.mk`:
```
export PLATFORM = sky130hd
export DESIGN_NAME = fullAdder4Bit
export DESIGN_NICKNAME = fullAdder4Bit
export VERILOG_FILES = /design/flow/design.v
export SDC_FILE = /design/flow/constraint.sdc
export NUM_CORES = 4
export LEC_CHECK = 1
export CORE_AREA = 10 10 70 70
export DIE_AREA = 0 0 80 80
```
`design/flow/constraint.sdc`:
```
current_design fullAdder4Bit

set clk_period 2.9
set clk_io_pct 0.2

create_clock -name clk0 -period $clk_period

set non_clock_inputs [all_inputs -no_clocks]
set_input_delay [expr $clk_period * $clk_io_pct] -clock clk0 $non_clock_inputs
set_output_delay [expr $clk_period * $clk_io_pct] -clock clk0 [all_outputs]
```
`design/flow/design.v`:
```
module fullAdder1Bit(A, B, cin, S, cout);
	input A, B, cin;
	output S, cout;
	wire  [2:0]W;
	xor (W[0],A,B);
	xor (S,W[0],cin);
	and(W[1],W[0],cin);
	and(W[2],A,B);
	or(cout,W[1],W[2]); 
endmodule
module fullAdder4Bit(x, y, M, r, co);
	input [3:0] x, y;
	input M;
	output [3:0]r;
	output co;
	wire [6:0]w;
	xor (w[0], y[0], M);
	xor (w[1], y[1], M);
	xor (w[2], y[2], M);
	xor (w[3], y[3], M);
	fullAdder1Bit FA1b_1( .A(x[0]), .B(w[0]), .cin(M   ), .S(r[0]), .cout(w[4]) );
	fullAdder1Bit FA1b_2( .A(x[1]), .B(w[1]), .cin(w[4]), .S(r[1]), .cout(w[5]) );
	fullAdder1Bit FA1b_3( .A(x[2]), .B(w[2]), .cin(w[5]), .S(r[2]), .cout(w[6]) );
	fullAdder1Bit FA1b_4( .A(x[3]), .B(w[3]), .cin(w[6]), .S(r[3]), .cout(co)   );
endmodule
```
==> results.py <==
# Flow results
metrics = {
    "floorplanning": {
        "design.core.area_sq_um": 3420,
        "chip_area_sq_um": 6400,
        "floorplan.rows": 21,
        "fp_util_pct": 4.51,
        "num_io_pins": 14,
        "die_width_microns": 80,
        "fp.dieH_microns": 80,
    },
    "final_timing": {
        "period_utilization_post_route_pct": 97.4,
        "grt_setup_unrepaired": "false",
        "final-hold-violation-count": 0,
        "hold_slack_ns": 1.72,
        "final_max_slew_viol_count": 0,
        "final.setup.tns_ns": 0,
        "maxSlewHeadroom_pct": 86.4,
        "post-route-worst-setup-slack_ns": 0.0745,
        "max_freq_mhz": 354,
        "setup_violation_total_in_the_final_timing_report": 0,
        "timing_worst_slew_pin_value_ns": 0.200,
        "final_period_minus_worst_setup_slack_ns": 2.83,
    },
    "setup_path": {
        "critPathMaxFanout": 2,
        "path_buffers": 3,
        "cp.depth": 7,
        "path_common_cell": "fa_2",
        "crit_path_max_incr_delay_ns": 0.42,
        "cp_cell_sequence": "clkbuf_2 -> mux2i_2 -> fa_2 -> fa_2 -> inv_2 -> fa_2 -> clkbuf_2",
        "critical_path_class": "in -> out",
        "required_ns": 2.32,
        "critical_path_arrival_ns": 2.25,
        "worst_path_dominant_cell_family": "adder cells",
        "slowest_stage": "fa_2",
        "critical_path.endpoint_type": "primary output",
        "timing.critical_path.from": "y[0]",
        "timing.critical_path.from_type": "input pin",
        "worstSetupEndpoint": "r[3]",
    },
    "final_layout": {
        "clock_buffers": 0,
        "area.growth.synth_to_final_pct": 115,
        "layout.cells.most_common_list": "clkdlybuf4s50_1 (6), clkbuf_2 (5), inv_1 (3), fa_2 (3)",
        "post_route_cells_drive_above_1_share_pct": 48.3,
        "nFlopsAndLatches": 0,
        "final_core_util_pct": 9.67,
        "multiInputGateArea_sq_um": 124,
        "layout.filler_cells": 404,
        "flop_area_sq_um": 0,
        "lay_top_count": "clkdlybuf4s50_1",
    },
    "place": {
        "gpl.final_weighted_congestion": 0.691,
        "detailedPlacementHpwl_microns": 501,
        "pre_cts_ws_ns": -0.676,
        "numPortBuffers": 14,
    },
    "yosys": {
        "synth_warnings": 0,
        "syn-instance-count": 17,
        "post_synthesis_cell_type_count": 6,
        "yosys_area_sq_um": 154,
        "postSynthAreaPerCell_sq_um": 9.05,
        "synth_stat.cells": 17,
        "synth-seq-area-share_pct": 0,
        "syn_area_sq_um": 154,
    },
    "route": {
        "detail_route.vias_per_cell": 1.76,
        "route.antenna.diode_count": 0,
        "totalWireLength_microns": 515,
        "drt_pass1_iterations": 4,
        "avgRoutedWirePerCell_microns": 6.87,
        "routed-via-count": 132,
        "drc": 0,
        "antenna_left": 0,
        "count_of_routing_violations_after_the_opening_detailed_route_iteration": 2,
    },
    "global_route": {
        "vias_in_the_first_global_route": 159,
        "gr-max-usage-layer": "met1",
        "groute.layer.met1.usage_pct": 2.61,
        "use_met2_pct": 0.963,
        "overflow": 0,
        "grt_usage_pct": 1.55,
        "grt_antenna_before_repair": 0,
        "grt_max_degree": 4,
        "global_route.usage.met3_pct": 1.82,
        "grt_first_pass_wirelength_microns": 765,
    },
    "clock_tree": {
        "postCtsSetupBuffers": 0,
    },
    "pwr": {
        "worst_ir_drop_vdd_mv": 0.0539,
        "leakage_nw": 0.144,
        "finalPower_w": 0.0000604,
        "cellPowerDensity_nw_per_um2": 183,
    },
    "run": {
        "drv_cap": 0,
        "log.warning_count": 33,
    },
    "worst_hold_path": {
        "timing.hold.worst.start": "x[0]",
        "worstHoldPathType": "in -> out",
    },
    "status": {
        "run_status": "complete, no violations",
    },
}
[layer usage]
layer  vias to the layer above  routed length [microns]  part of all wire, %
met2                        14                       57                   11
li1                         67                        -                    -
met4                         0                        0                    0
met3                         0                      138                   27
met5                         -                        0                    0
met1                        51                      319                   62
[report_power, final]
group	switching [W]	internal [W]
sequential	0	0
clock	0	0
combinational	0.0000221	0.0000383
total	0.0000221	0.0000383
[final cells by class]
type,instances,share of cell area [%]
inverters,5,5.68
multi-input cells,8,37.5
well taps,46,17.4
repair buffers,16,39.4
[kinds of logic after synthesis]
kind of cell	synth area share (%)
xor gates and xnor gates	22.8
adders and majority gates	39.0
buffers and inverters	31.7
muxes	6.50
[metrics by stage]
step                area (sq um)  instances
floorplan                    154         17
global placement             337         75
detailed placement           337         75
CTS                          349         75
global route                 330         75
finish                       330         75
[worst min-delay path: cells and delay by family]
family | cells | cell delay (ns)
buffers and inverters | 2 | 0.50
XOR/XNOR | 1 | 0.06
[repair_timing]
item | CTS | global route
hold buffers | 0 | 0
hold endpoints to repair | 0 | 0
resized | 15 | 10
gates cloned | 0 | 0
endpoints found under the setup margin | 3 | 1
pin swaps | 1 | 2
[how the worst min path moves through the flow]
stage	slack (ns)	depth (start not counted)	endpoint
4_1_cts	1.88	3	r[0]
5_1_grt	1.77	3	r[0]
6_report	1.72	3	r[0]
[cells in the mapped netlist (all sizes together)]
master  n  area (sq um)
buf     4          30.0
fa      3          60.1
inv     5          18.8
mux2i   1          10.0
xnor2   2          17.5
xor2    2          17.5
Power is estimated from default activity; no workload was simulated.
