## ./run.sh

```bash
#!/bin/bash
# OpenROAD 26Q1-2900-gdf79404cd8, Yosys 0.63+post, stock flow scripts
make -C /OpenROAD-flow-scripts/flow DESIGN_CONFIG=/design/flow/config.mk WORK_HOME=/design/flow/orfs finish
```

## ./config.mk

```make
export PLATFORM = sky130hd
export DESIGN_NAME = Detector
export DESIGN_NICKNAME = Detector
export VERILOG_FILES = /design/flow/design.v
export SDC_FILE = /design/flow/constraint.sdc
export NUM_CORES = 4
export LEC_CHECK = 1
export CORE_AREA = 10 10 70 70
export DIE_AREA = 0 0 80 80
```

## ./constraint.sdc

```tcl
current_design Detector

set clk_period 1.0
set clk_io_pct 0.2

create_clock -name clk0 -period $clk_period [get_ports {Clk}]

set non_clock_inputs [all_inputs -no_clocks]
set_input_delay [expr $clk_period * $clk_io_pct] -clock clk0 $non_clock_inputs
set_output_delay [expr $clk_period * $clk_io_pct] -clock clk0 [all_outputs]
```

## ./design.v

```verilog
module Detector( Clk, Rst, In, Out);
	input Clk, Rst, In;
	output wire Out;
	localparam s0 = 2'b00,  s1 = 2'b01, s2 = 2'b10, s3 = 2'b11;
	parameter numOfStates = 2;
	reg [numOfStates - 1: 0] state;
	always @(posedge Clk)
	begin
		if(Rst)
			state <= s0;
		else
		begin
			case(state)
			s0:
			begin
				if(In)
					state <= s1;
				else
					state <= s0;
			end
			s1:
			begin
				if(In)
					state <= s2;
				else
					state <= s1;
			end
			s2:
			begin
				if(In)
					state <= s3;
				else
					state <= s2;
			end
			s3:
			begin
				if(In)
					state <= s3;
				else
					state <= s3;
			end
			endcase
		end
	end
	assign Out = (state == s3);
endmodule
```

==> impl_metrics.ini <==
; implementation run metrics
[critical_path]
critPathMaxStageDelay_ns = 0.30
slowest_stage = dfxtp_2
path_delay_family = flip-flops
worstSetupPathType = reg2out
regToRegStartpoint = state[1]$_DFF_P_
path_buffers = 1
cp_data_arrival_time_ns = 0.76
cp.required_ns = 0.80
cp_max_fo = 2
crit_path_cell_trace = dlygate4sd2_1
cp-end-kind = output pin
startpoint = state[3]$_DFF_P_
critPathLaunchType = register

[synth]
yosysTopAreaCellShare_pct = 62.7
ys_warn_count = 1
ys_chip_area_sq_um = 128
syn_area_sq_um = 128
synth.distinct_cells = 6
synth.area.top_cells = dfxtp_1 63%, mux2i_1 16%, nor2_1 8.8%
yosysSeqAreaShare_pct = 62.7
synthCells = 12
yosysTopAreaCell = dfxtp_1
ys_cells = 12
syn_avg_cell_area_sq_um = 10.6
numSynthFlops = 4

[global_route]
grt-ovfl-total = 0
grt_use_total_pct = 1.09
grt_pass1_wl_um = 448
antenna_found_initial = 0
grt_max_degree = 5
grt_pass1_vias = 110

[final_layout]
largest_reg_flops = 4
drive_gt1_share_pct = 22.2
largest-register = state
reg.largest.list = state x4
area_delta_synth_final_pct = 86.3
final_cell_area_sq_um = 238
finish.utilization_pct = 6.96

[clock_network]
cts_buffer_depth = 2
root_buffer = clkbuf_4
postCtsSetupBuffers = 0
cts_tree = built
htree_levels = 1
path_clk_slew_ns = 0.04
cts_num_sinks = 4
numCtsBuffers = 3
worstSkewPairLatency_ns = 0.23

[timing]
hold_viol = 0
finalSetupViolations = 0
whs_ns = 0.454
slew_headroom_pct = 86.9
slew_violations = 0
rsz0062_at_grt = no
fmax_mhz = 1040
tightest_slew_ns = 0.196
min_period_over_period_pct = 96.5
skew_ns = 0.00215
min_period_ns = 0.965

[run]
warnings = 25
maxCapViolCount = 0

[drt]
drt-initial-drc-count = 0
drc = 0
vias_per_cell = 1.59
vias = 102
num_antenna_cells = 0
drt_wl_total_um = 309
dr.pass1.iters = 1
ant_nets = 0
wire_per_inst_um = 4.83

[floorplanning]
top_level_ports = 4
fp-row-count = 21
fp.dieH_um = 80
fp-utilization_pct = 3.74
die_area_sq_mm = 0.00640
core_area_sq_mm = 0.00342
die_w_um = 80

[pwr]
p_per_area_mw_per_mm2 = 1650
irDropWorstVdd_mv = 0.243
power_leakage_nw = 0.0921

[placed_design]
postPlaceCellArea_sq_um = 215
io_buffers = 3
place.gp.congestion = 0.536

[hold_path]
min_path_type = reg2reg
min_from = state[0]$_DFF_P_

[outcome]
status = finished clean
[path summary, 6_finish.rpt]
path | cells after the start | end | slack, ns
worst max-delay path | 1 | Out | 0.04
worst max register to register | 2 | state[3]$_DFF_P_ | 0.38
worst min-delay path | 1 | state[0]$_DFF_P_ | 0.45
worst min register to register | 1 | state[0]$_DFF_P_ | 0.45
[layout by cell type (no fill, tap or decap)]
cell	synthesis	layout
dfxtp_1	4	3
mux2i_1	2	2
clkdlybuf4s50_1	0	2
nor2_1	3	3
a21oi_1	1	1
clkbuf_4	0	3
dfxtp_2	0	1
dlygate4sd2_1	0	1
inv_1	1	1
a21o_1	1	1
[what timing repair did]
action	in CTS	in global routing
setup endpoints to repair	1	0
resized	2	0
hold buffers	0	0
[layer usage]
metal	vias to the layer above	wire, um	global-route usage [%]
met3	0	73	2.16
met5	-	0	0
met1	44	119	0.798
met4	0	0	0.176
li1	53	-	-
met2	5	116	1.20
[kinds of logic after synthesis]
logic type      count (synthesis)  synth area share [%]
flops                           4                  62.7
simple gates                    3                  8.82
compound gates                  2                  9.80
mux                             2                  15.7
buf+inv                         1                  2.94
[cells in the mapped netlist]
cell type / n
nor2_1: 3
a21oi_1: 1
a21o_1: 1
inv_1: 1
mux2i_1: 2
dfxtp_1: 4
[report_power, final]
| group | leakage (nW) | switching [W] | internal [W] |
|---|---|---|---|
| Sequential | 0.0335 | 0.00000422 | 0.000170 |
| Combinational | 0.0448 | 0.0000106 | 0.0000157 |
| Clock | 0.0138 | 0.0000586 | 0.000134 |
| Total | 0.0921 | 0.0000734 | 0.000319 |
[through the flow]
stage	power, W	setup slack, ns	TNS [ns]	std cells
final	0.000393	0.0353	0	64
after CTS	0.000403	0.0183	0	64
after global placement	0.000202	-0.124	-0.334	61
after detailed placement	0.000203	-0.162	-0.443	61
after global routing	0.000418	0.000599	0	64
after floorplan	0.000186	0.436	0	12
[area by class of cell]
type                       count  area [sq um]
tap                           46          57.6
multi-input combinational      7          43.8
inverter                       1          3.75
clock buffer                   3          22.5
fill                         408          3180
sequential                     4          81.3
timing repair buffer           3          28.8
Power figures rest on the tool's default switching activity, not on a simulated workload.
